==> flow/run.sh <==
#!/bin/bash
# OpenROAD 26Q1-2900-gdf79404cd8, Yosys 0.63+post, stock flow scripts
make -C /OpenROAD-flow-scripts/flow DESIGN_CONFIG=/design/flow/config.mk WORK_HOME=/design/flow/orfs finish
==> flow/config.mk <==
export PLATFORM = sky130hd
export DESIGN_NAME = TOP
export DESIGN_NICKNAME = TOP
export VERILOG_FILES = /design/flow/design.v
export SDC_FILE = /design/flow/constraint.sdc
export NUM_CORES = 4
export LEC_CHECK = 1
export CORE_UTILIZATION = 30
==> flow/constraint.sdc <==
current_design TOP

set clk_period 4.5
set clk_io_pct 0.2

create_clock -name clk0 -period $clk_period [get_ports {clk}]

set non_clock_inputs [all_inputs -no_clocks]
set_input_delay [expr $clk_period * $clk_io_pct] -clock clk0 $non_clock_inputs
set_output_delay [expr $clk_period * $clk_io_pct] -clock clk0 [all_outputs]
==> flow/design.v <==
`timescale 1ns / 1ps
module CLK_DELAY(
    input logic clk,
    input logic rst,
    output logic clk_delay
);
logic [31:0] count;
always_ff @(posedge clk)
begin
    if(rst==1)
        count=0;
    else 
        count<=count+1;
end
assign clk_delay=count[28];
endmodule
`timescale 1ns / 1ps
module COUNTER(
    input logic clk,
    input logic rst,
    input logic count_down,
    input logic count_up,
    output logic [3:0] count
);
always_ff @(posedge clk) 
begin
    if(rst==1)
        count<=0;
    else 
        begin
            if(count_down==1)
                begin
                    if(count==0)
                        count<=0;
                    else 
                        count<=count-1;
                end
             else if(count_up==1)
                 count<=count+1;
        end
end
endmodule
`timescale 1ns / 1ps
module FLOOR_DECODER(
    input logic [1:0] floor,
    input logic full,
    output logic [2:0] floor_decoder
);
always_comb 
begin
    if(full==1)
        floor_decoder=3'b000;
    else 
        begin
            case(floor) 
                0: floor_decoder=3'b001;
                1: floor_decoder=3'b010;
                2: floor_decoder=3'b100;
                default: floor_decoder=3'b111;
             endcase       
        end
end
endmodule
`timescale 1ns / 1ps
module MUX(
    input logic in0,
    input logic in1,
    input logic sel,
    output logic out
);
always_comb 
begin
    case(sel)
        0: out=in0;
        1: out=in1;
    endcase
end
endmodule
`timescale 1ns / 1ps
module PARK_FSM(
    input logic clk,
    input logic rst,
    input logic [3:0] count,
    output logic [1:0] floor,
    output logic full
);
localparam FLOOR0 = 2'b00;
localparam FLOOR1 = 2'b01;
localparam FLOOR2 = 2'b10;
localparam FULL = 2'b11;
logic [1:0] state, state_next;
always_ff @(posedge clk) begin
    if(rst == 1)
        state <= FLOOR0;
    else
        state <= state_next;
end
always_comb begin
    state_next = state;
    case(state)
        FLOOR0: begin
                       if(count <= 4) state_next = FLOOR0;
                       else if(count>4) state_next=FLOOR1;
                end
        FLOOR1: begin
                         if(count <= 8 && count>4) state_next = FLOOR1;
                         else if(count<=4) state_next=FLOOR0;
                         else if (count>8) state_next=FLOOR2;
                 end
        FLOOR2: begin
                         if(count<12 && count>8) state_next = FLOOR2;
                         else if(count<=8) state_next=FLOOR1;
                         else if (count==12) state_next=FULL;
                 end
        FULL: begin
                         if(count==12) state_next = FULL;
                         else if(count<12) state_next=FLOOR2;
                 end
        default: state_next = FLOOR0;
    endcase
end
always_comb 
begin
    case(state)
        FLOOR0: begin
                       floor=0;
                       full=0;
                end
        FLOOR1: begin
                         floor=1;
                         full=0;
                 end
        FLOOR2: begin
                         floor=2;
                         full=0;
                 end
        FULL:   begin
                        floor=2;
                        full=1;   
                end
        default: begin
                    floor=0;
                    full=0;
                 end
     endcase
end
endmodule
`timescale 1ns / 1ps
module PARK_SYSTEM(
    input logic clk,
    input logic rst,
    input logic car_out,
    input logic car_in,
    output logic [3:0] free_spot,
    output logic [1:0] current_floor,
    output logic parking_full
);
logic count_up;
logic cc;
logic [3:0] car_count ;
assign cc=(car_count<12)? 0:1;
MUX COUNT_MUX(
    .in0(car_in),   
    .in1(0),   
    .sel(cc),   
    .out(count_up)   
);
COUNTER CAR_COUNTER(
      .clk(clk),         
      .rst(rst),         
      .count_down(car_out),  
      .count_up(count_up),    
      .count(car_count)         
);
PARK_FSM FSM(
    .clk(clk),    
    .rst(rst),     
    .count(car_count),    
    .floor(current_floor),   
    .full(parking_full)            
);
assign free_spot=12-car_count;
endmodule
`timescale 1ns / 1ps
module TOP(
    input logic clk,
    input logic rst_clk,
    input logic rst_park,
    input logic car_out,
    input logic car_in,
    output logic clk_delay,
    output logic [6:0] spots_7seg,
    output logic [2:0] floor_decoded,
    output logic full_garage,
    output logic spots_available 
);
logic clk_d;
logic [3:0] free_spots;
logic [1:0] floor;
logic full;
assign clk_delay=clk_d;
CLK_DELAY CLK_DELAY0(
    .clk(clk),           
    .rst(rst_clk),           
    .clk_delay(clk_d)     
);
PARK_SYSTEM PARK_SYSTEM0(
      .clk(clk_d),               
      .rst(rst_park),               
      .car_out(car_out),           
      .car_in(car_in),            
      .free_spot(free_spots),          
      .current_floor(floor),      
      .parking_full(full)                          
);
FLOOR_DECODER DECODER0(
     .floor(floor),         
     .full(full),          
     .floor_decoder(floor_decoded)   
);
TRANSCODOR_7SEG TRANSCODOR0(
    .in(free_spots),   
    .out(spots_7seg)  
);
assign full_garage=full;
assign spots_available=~full;
endmodule
`timescale 1ns / 1ps
module TRANSCODOR_7SEG(
    input logic [3:0] in,
    output logic [6:0] out
);
always_comb
begin
	case(in)
		4'd0: out = 7'b1000000;
		4'd1: out = 7'b1111001;
		4'd2: out = 7'b0100100;
		4'd3: out = 7'b0110000;
		4'd4: out = 7'b0011001;
		4'd5: out = 7'b0010010;
		4'd6: out = 7'b0000010;
		4'd7: out = 7'b1111000;
		4'd8: out = 7'b0000000;
		4'd9: out = 7'b0010000;
		4'd10: out = 7'b0001000;
		4'd11: out = 7'b0000011;
		4'd12: out = 7'b1000110;
		default: out = 7'b1111111;
     endcase
 end
endmodule
==> results.tsv <==
metric	value	unit
wl_per_cell	11.3	um
rsz0062_at_grt	false	
power.density	209	mW/mm^2
syn-cell-area	0.00203	mm^2
crit_path_top_delay_cell	or4_1	
cpPeakStageDelay	700	ps
place_congestion	0.829	
critPathRequiredTime	4710	ps
fp.dieH	84.3	um
fin_crit_sh	50.5	%
drt_iter0_drc	44	
grt_usage	11.8	%
cp-end-kind	register	
path_class	reg2reg	
cap_violations	0	
skew	2.15	ps
ys_types	41	
timing.rr.start	CLK_DELAY0.count[0]	
cts_tree	done	
worstPathCellList	ha_1 -> nand4_1 -> or4_1 -> or4_1 -> a21oi_1	
synthMuxAreaShare	0.493	%
cts_root_buf	clkbuf_8	
htree_levels	2	
cts_buffers	5	
vias_per_cell	5.15	
final_hold_viol_count	0	
finalPower	0.000491	W
peakVddDrop	226	uV
rows	29	
ys.warnings.count	7	
routed.top_layer	met4	
fin_tns_setup	0	ps
ys_chip_area	0.00203	mm^2
cp-start-kind	register	
synthArstFlopShare	0	%
synthAoiAreaFrac	18.2	%
postRouteAntennaNets	0	
antenna_found_initial	0	
final_cell_mix	37 x dfxtp_1, 25 x nor2_1, 23 x a21oi_1	
wl_met3	168	um
grt_pass1_vias	1595	
min-delay-start	CLK_DELAY0.count[0]	
syn_inst	252	
hold_path_class	reg2reg	
status	finished, final reports clean	
numSynthFlops	37	
drive_gt1_share	5.24	%
clkLatencyLatePin	280	ps
die-area	0.00710	mm^2
nFillCells	667	
post-dp-hpwl	2740	um
worst-endpoint-arrival	2480	ps
drt_pre_antenna_iters	24	
wl	3880	um
ys_sh_adder	6.16	%
die_w	84.3	um
worst_slew_pin_slew	664	ps
pin_count	18	
routed-wl-met2	1680	um
globalRouteOverflowTotal	0	
simple_gate_area_share	27.8	%
slew_violations	0	
syn_area_per_cell	8.06	um^2
synth_stat.cells	252	
drcViolationCount	0	
unclocked_regs	8	
crit_start	CLK_DELAY0.count[0]	
relSlewSlack	55.3	%
cts.hold.buffers_added	0	
cts_buffer_depth	2	
p_leak	0.774	nW
layout_top_cell	dfxtp_1	
fmax	440	MHz
period_minus_slack	2270	ps
ff_type	dfxtp_1	
setup_violations	0	
portBuffers	17	
openroad.warnings	31	
xor_share	6.04	%
critical_path.max_fanout	12	
yosysSeqAreaShare	36.5	%
area_growth	15.5	%
diodes	0	
met1_length	1980	um
grt_max_degree	31	
core-area	0.00646	mm^2
fp_util	31.4	%
untimed_endpoints	20	
cts.repair.resized	0	
cts.reportedPaths.clkPinSlew	60	ps
synth.logic.top_family	simple AND/OR/NAND/NOR gates	
via_count	1772	
edf_count	0	
grt_pass1_wl	7050	um
post-cts-setup-buffers	0	
critical_path.most_common_cell	or4_1	
-- cells by family (layout without fill, tap and decap cells) --
| group | count (synthesis) | after routing |
|---|---|---|
| simple gates | 105 | 105 |
| compound gates | 61 | 61 |
| flops | 37 | 37 |
| buf+inv | 24 | 39 |
| xor+xnor | 14 | 14 |
| fa+ha+maj | 10 | 10 |
| mux | 1 | 1 |
-- critical path, delay by kind of cell (launching register included) --
kind,cells,cell delay (ps)
AND/OR/NAND/NOR,3,1450
flip-flops,1,380
AND-OR/OR-AND,1,140
adder cells (fa/ha/maj),1,230
-- per-stage QoR --
step | cells | setup WS (ps) | instance area, um^2 | hold WS [ps] | utilization (%)
finish | 344 | 2230 | 2350 | 478 | 36.3
global route | 344 | 2070 | 2350 | 491 | 36.3
CTS | 344 | 2220 | 2350 | 478 | 36.3
detailed placement | 337 | 2230 | 2260 | 464 | 35.0
global placement | 337 | 2280 | 2260 | 455 | 35.0
floorplan | 252 | 2520 | 2030 | 440 | -
-- power by group --
group | internal, W | total (W) | switching, W
Sequential | 0.000259 | 0.000262 | 0.00000260
Combinational | 0.00000792 | 0.0000177 | 0.00000979
Clock | 0.000121 | 0.000211 | 0.0000903
-- registers in the layout, summed over array words and instances, names as in the netlist --
register                        cells
CLK_DELAY0.count                   29
PARK_SYSTEM0.CAR_COUNTER.count      4
PARK_SYSTEM0.FSM.state              4
-- synth_stat cells (all sizes together), types with 7 or more instances --
master	n	area, um^2
dfxtp	37	741
xnor2	10	87.6
o21ai	16	80.1
nand3	15	75.1
or4	8	63.8
ha	10	125
inv	14	52.6
nand2	18	67.6
a21oi	23	115
clkbuf	9	33.8
or3	7	45.1
nor2	25	93.8
o31ai	9	67.6
-- routing by layer --
metal / vias to the layer above / track usage, %
li1: 939 / -
met1: 792 / 17.5
met2: 35 / 18.7
met3: 6 / 2.09
met4: 0 / 1.72
met5: - / 0
-- final cells by class --
type,instances,area [um^2],share of cell area [%]
multi-input combinational,191,1190,50.8
clock buffer,7,86.3,3.68
inverter,14,52.6,2.24
sequential,37,741,31.6
timing repair buffer,18,178,7.57
tap,77,96.3,4.11
-- worst paths after layout --
path / end / depth (start not counted) / slack, ps
setup / recovery: CLK_DELAY0.count[24] / 5 / 2230
hold / removal: CLK_DELAY0.count[0] / 1 / 480
setup reg to reg: CLK_DELAY0.count[24] / 5 / 2230
hold reg to reg: CLK_DELAY0.count[0] / 1 / 480
Power is estimated from default activity; no workload was simulated.
